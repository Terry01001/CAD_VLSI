<file path="constraint.sdc">
current_design RGB2YUV

set clk_period 9.9
set clk_io_pct 0.2

create_clock -name clk0 -period $clk_period [get_ports {clk}]

set non_clock_inputs [all_inputs -no_clocks]
set_input_delay [expr $clk_period * $clk_io_pct] -clock clk0 $non_clock_inputs
set_output_delay [expr $clk_period * $clk_io_pct] -clock clk0 [all_outputs]
</file>
<file path="config.mk">
export PLATFORM = sky130hd
export DESIGN_NAME = RGB2YUV
export DESIGN_NICKNAME = RGB2YUV
export VERILOG_FILES = /design/flow/design.v
export SDC_FILE = /design/flow/constraint.sdc
export NUM_CORES = 4
export LEC_CHECK = 1
export CORE_UTILIZATION = 40
</file>
<file path="design.v">
module Add(A, B, Add);
    input signed [9-1:0] A, B;
    output [9-1:0] Add;
    assign Add = A + B;
endmodule
`timescale 1ns/1ps
module Controller ( start, rst_n, clk, done, control);
	input start, rst_n, clk;
	output reg done;
	output reg [21:0] control;
	reg [3:0] Current_State, Next_State;
	always @(posedge clk or negedge rst_n) begin
		if(!rst_n) Current_State <= 4'b0000;
		else Current_State <= Next_State;
	end
	always @(Current_State or start) 
	begin
		case (Current_State)
			4'b0000:
			begin
				control = 22'b1_1_1_0_0_0_000_00_00_00_00_0_0_0_0_0;
				done = 1'b0;
				if(~start) Next_State = 4'b0000;
				else Next_State = 4'b0001;
			end
			4'b0001:
			begin
				control = 22'b0_0_0_1_0_0_000_10_00_00_00_0_0_0_0_0; 
				done = 1'b0;
				Next_State = 4'b0010;
			end
			4'b0010:
			begin
				control = 22'b0_0_0_0_1_0_001_01_00_00_00_0_0_0_0_0;
				done = 1'b0;
				Next_State = 4'b0011;
			end
			4'b0011:
			begin
				control = 22'b0_0_0_1_1_0_010_00_11_10_00_0_0_1_0_0;
				done = 1'b0;
				Next_State = 4'b0100;
			end
			4'b0100:
			begin
				control = 22'b0_0_0_1_1_0_011_10_11_10_00_0_0_1_0_0;
				done = 1'b0;
				Next_State = 4'b0101;
			end
			4'b0101:
			begin
				control = 22'b0_0_0_0_0_1_100_01_00_00_00_0_0_0_0_0;
				done = 1'b0;
				Next_State = 4'b0110;
			end
			4'b0110:
			begin
				control = 22'b0_0_0_0_1_1_101_00_10_00_00_0_0_0_1_0;
				done = 1'b0;
				Next_State = 4'b0111;
			end
			4'b0111:
			begin
				control = 22'b1_0_0_0_0_1_101_10_00_00_01_0_0_0_0_1;
				done = 1'b0;
				Next_State = 4'b1000;
			end
			4'b1000:
			begin
				control = 22'b0_1_0_0_1_0_110_01_10_00_00_1_0_0_0_0;
				done = 1'b0;
				Next_State = 4'b1001;
			end
			4'b1001:
			begin
				control = 22'b1_0_1_0_0_0_111_00_10_01_01_0_1_0_0_0;
				done = 1'b0;
				Next_State = 4'b1010;
			end
			4'b1010:
			begin
				control = 22'b1_0_0_0_0_0_000_00_00_01_10_0_0_0_0_0;
				done = 1'b0;
				Next_State = 4'b1011;
			end
			4'b1011:
			begin
				control = 22'b1_0_0_0_0_0_000_00_01_01_10_0_0_0_0_0; 
				done = 1'b1;
				Next_State = 4'b0000;
			end
			default:
				begin
					control= 22'b0_0_1_0_0_0_000_00_01_01_0_00_1_0_0_0;
					done = 1'b1;
					Next_State = 4'b0000;
				end
		endcase
	end
endmodule
`timescale 1ns/1ps
module Datapath ( inportR, inportG, inportB, control, clk, rst_n, outportY, outportU, outportV, done );
	input [9-1:0] inportR, inportG, inportB;
	input [21:0] control;
	input clk, rst_n, done;
	output [9-1:0] outportY, outportU, outportV;
	wire [9-1:0] M1_OUT, M2_OUT, M3_OUT, M4_OUT, M5_OUT, M6_OUT, M7_OUT;
	wire [9-1:0] M8_OUT, M9_OUT, Fadd, Fmul, R1, R2, R3, R4, R5, R6, data;
	Register r1( .D(M4_OUT), .reset(rst_n), .clk(clk), .load(control[21:21]), .Q(R1) );
	Register r2( .D(M5_OUT), .reset(rst_n), .clk(clk), .load(control[20:20]), .Q(R2) );
	Register r3( .D(M6_OUT), .reset(rst_n), .clk(clk), .load(control[19:19]), .Q(R3) );
	Register r4( .D(M7_OUT), .reset(rst_n), .clk(clk), .load(control[18:18]), .Q(R4) );
	Register r5( .D(M8_OUT), .reset(rst_n), .clk(clk), .load(control[17:17]), .Q(R5) );
	Register r6( .D(M9_OUT), .reset(rst_n), .clk(clk), .load(control[16:16]), .Q(R6) );
	MUX3 M1 ( .A(R3), .B(R2), .C(R1), .S(control[12:11]), .Y(M1_OUT) );
	MUX4 M2 ( .A(9'b010000000), .B(R3), .C(R5), .D(R4), .S(control[10:9]), .Y(M2_OUT) );
	MUX3 M3 ( .A(R6), .B(R1), .C(R5), .S(control[8:7]), .Y(M3_OUT) );
	MUX3 M4 ( .A(inportR), .B(Fmul), .C(Fadd), .S(control[6:5]), .Y(M4_OUT) );
	MUX2 M5 ( .A(inportG), .B(Fadd), .S(control[4:4]), .Y(M5_OUT) );
	MUX2 M6 ( .A(inportB), .B(Fadd), .S(control[3:3]), .Y(M6_OUT) );
	MUX2 M7 ( .A(Fmul), .B(Fadd), .S(control[2:2]), .Y(M7_OUT) );
	MUX2 M8 ( .A(Fmul), .B(Fadd), .S(control[1:1]), .Y(M8_OUT) );
	MUX2 M9 ( .A(Fmul), .B(Fadd), .S(control[0:0]), .Y(M9_OUT) );
	Mul FU1 ( .A(M1_OUT), .B(data), .Mul(Fmul) );
	Add FU2 ( .A(M2_OUT), .B(M3_OUT), .Add(Fadd) );
	ROM FU3 ( .clk(clk), .addr(control[15:13]), .data(data) );
	Register r7(R4, rst_n, clk, done, outportY);
	Register r9(R2, rst_n, clk, done, outportU);
	Register r8(R1, rst_n, clk, done, outportV);
endmodule
module MUX2 (
	input [9-1:0] A, B,
	input S,
	output reg [9-1:0] Y
);
	always @(*) begin
		case (S)
			1'b0: Y = A;
			1'b1: Y = B;
			default : Y = A;
		endcase
	end
endmodule
module MUX3 (
	input [9-1:0] A, B, C,
	input [1:0] S,
	output reg [9-1:0] Y
);
	always @(*) begin
		case (S)
			2'b00: Y = A;
			2'b01: Y = B;
			2'b10: Y = C;
			default : Y = A;
		endcase
	end
endmodule
module MUX4 (
	input [9-1:0] A, B, C, D,
	input [1:0] S,
	output reg [9-1:0] Y
);
	always @(*) begin
		case (S)
			2'b00: Y = A;
			2'b01: Y = B;
			2'b10: Y = C;
			2'b11: Y = D;
		endcase
	end
endmodule
module Mul(A, B, Mul);
	input signed [9-1:0] A, B; 
	output [9-1:0] Mul;
	wire s;
	wire [7:0] N;
	assign {s, Mul, N} = A * B;
endmodule
`timescale 1ns/1ps
module RGB2YUV (start, clk, rst_n, inportR, inportG, inportB, done, outportY, outportU, outportV);
	input start, clk, rst_n;
	input [9-1:0] inportR, inportG, inportB;
	output done;
	output [9-1:0] outportY, outportU, outportV;
	wire [21:0] control;
	Controller Controller( .start(start), .rst_n(rst_n), .clk(clk), .done(done), .control(control) );
	Datapath Datapath( .inportR(inportR), .inportG(inportG), .inportB(inportB), .control(control), .clk(clk), 
	.rst_n(rst_n), .outportY(outportY), .outportU(outportU), .outportV(outportV) ,.done(done) );
endmodule
module ROM (clk, addr, data);
	input clk;
	input [2:0] addr;
	output reg [8:0] data;
	always @(*) 
	begin
		case(addr)
		3'b000: data <= 9'b001001100;
		3'b001: data <= 9'b010010110;
		3'b010: data <= 9'b000011101;
		3'b011: data <= 9'b111010101;
		3'b100: data <= 9'b110101100;
		3'b101: data <= 9'b010000000;
		3'b110: data <= 9'b110010101;
		3'b111: data <= 9'b111101100;
		endcase
	end
endmodule
module Register (
	input [9-1:0] D,
	input reset, clk, load,
	output reg [9-1:0] Q
);
	always @(posedge clk or negedge reset) begin
		if(!reset)
			Q <= 9'b0;
		else if(load)
			Q <= D;
	end
endmodule
</file>
<file path="run.sh">
#!/bin/bash
# OpenROAD 26Q1-2900-gdf79404cd8, Yosys 0.63+post, stock flow scripts
make -C /OpenROAD-flow-scripts/flow DESIGN_CONFIG=/design/flow/config.mk WORK_HOME=/design/flow/orfs finish
</file>
==> flow.log <==
[flow] final metrics
INFO  metric min-delay-path-class = reg -> reg
INFO  metric finish.cell_count_without_fillers = 1175
INFO  metric common_cells = sky130_fd_sc_hd__nand2_1, sky130_fd_sc_hd__inv_1, sky130_fd_sc_hd__dfrtp_1
INFO  metric critical-path-slowest-cell = sky130_fd_sc_hd__o21ai_1
INFO  metric number_of_placed_instances_taps_included = 1159
INFO  metric worstPathRequired = 10.19 ns
INFO  metric timing.critical_path.mode_cell = sky130_fd_sc_hd__fa_1
INFO  metric total_leakage_power = 4.27 nW
INFO  metric num_antenna_cells = 0
INFO  metric remaining_drc_errors = 0
INFO  metric gp_congestion = 0.949
INFO  metric synthesis.area_per_instance = 9.33 um2
INFO  metric final.setup.tns = 0 ns
INFO  metric placementRows = 51
INFO  metric placement.io_buffers = 57
INFO  metric ys.flop_type = sky130_fd_sc_hd__dfrtp_1
INFO  metric run_status = finished, final reports clean
INFO  metric ys_cells = 864
INFO  metric worst_path_clk_slew = 0.07 ns
INFO  metric synth.most_common_cell = sky130_fd_sc_hd__nand2_1
INFO  metric hpwlAfterDp = 17900 um
INFO  metric reg2reg_slack = 2.32 ns
INFO  metric clock_sink_count = 93
INFO  metric antenna_violating_nets_post_route = 0
INFO  metric grt_pass1_wl = 36500 um
INFO  metric die_y = 144 um
INFO  metric log.warning_count = 30
INFO  metric synth_chip_area = 0.00806 mm2
INFO  metric flops_latches_synth = 93
INFO  metric synth-edff-count = 0
INFO  metric setup-violations-final = 0
INFO  metric detail_route.first_pass.iterations = 5
INFO  metric fp.dieArea = 0.0207 mm2
INFO  metric cts_repair_resize_count = 0
INFO  metric cts_htree_levels = 3
INFO  metric netlist.area_leader.share = 0.285
INFO  metric synth-warning-count = 6
INFO  metric num_vias = 6328
INFO  metric post-cts-setup-buffer-count = 0
INFO  metric share_of_flip_flops_with_an_asynchronous_set_or_reset = 1.00
INFO  metric cts-root-to-sink-buffers = 2
INFO  metric min_period = 7.58 ns
INFO  metric core_util_floorplan = 0.412
INFO  metric vias_in_the_first_global_route = 6237
INFO  metric timing_hold_violations_final = 0
INFO  metric rsz_0062_raised_after_global_routing = no
INFO  metric summed_area_of_non_filler_cells_in_the_final_layout = 0.00916 mm2
INFO  metric start_kind = flip-flop
INFO  metric antenna_found_initial = 0
INFO  metric worst-setup-path-type = reg -> reg
INFO  metric routed_wl = 23000 um
INFO  metric cts_root_buf = sky130_fd_sc_hd__clkbuf_16
INFO  metric cts_tree = done
INFO  metric power.ir.vdd_worst = 81.0 uV
INFO  metric totalPowerFinal = 741 uW
INFO  metric detail_route.vias_per_cell = 5.39
INFO  metric slew_headroom = 0.363
INFO  metric worst_path_arrival_time = 7.87 ns
INFO  metric floorplan.die.width = 144 um
INFO  metric final.period_utilization = 0.766
INFO  metric worst-slew-pin-transition = 0.948 ns
INFO  metric postSynthCellCount = 864
INFO  metric worst-path-max-fanout = 26
INFO  metric pin_count_of_the_biggest_net_entering_global_routing = 54
INFO  metric power_density = 80.9 mW/mm2
INFO  metric clk_latency_worst_skew_pair = 0.35 ns
INFO  metric cts-hold-fix-buffers = 0
INFO  metric max_cap_violations = 0
INFO  metric routedWlPerCell = 19.6 um
INFO  metric area_growth = 13.6%
INFO  metric timing.critical_path.cells = or3_1 -> ha_1 -> o21ai_1 -> nand2_1 -> fa_1 -> fa_1 -> inv_1 -> fa_1 -> fa_1 -> inv_1 -> fa_1 -> inv_1 -> ha_1 -> nand2_1 -> a31oi_1 -> nand4b_1 -> a21boi_0 -> a31oi_1 -> xnor2_2 -> a41o_1
INFO  metric setup.worst_path.end_class = flip-flop
INFO  metric detail_route.iter0.violations = 372
INFO  metric fmax = 132 MHz
INFO  metric synth.cell_area = 0.00806 mm2
INFO  metric synth.distinct_cells = 65
INFO  metric io-pin-count = 58
INFO  metric hold-worst-slack = 0.442 ns
INFO  metric numCtsBuffers = 9
INFO  metric ys_seq_frac = 0.289
INFO  metric track_usage = 0.248
INFO  metric globalRoute.totalOverflow = 0
INFO  metric fin_worst_skew = 0.00836 ns
INFO  metric final_layout_size_suffix_gt1_frac = 0.0758
INFO  metric floorplan.core_area = 0.0196 mm2
INFO  metric dpl-instance-area = 0.00887 mm2
INFO  metric synth.area.top_cells = sky130_fd_sc_hd__dfrtp_1, sky130_fd_sc_hd__fa_1, sky130_fd_sc_hd__ha_1, sky130_fd_sc_hd__nand2_1, sky130_fd_sc_hd__inv_1
INFO  metric finalMaxSlewViolations = 0
INFO  metric critical-path-max-stage-delay = 0.84 ns
INFO  metric synth.largest_area_cell = sky130_fd_sc_hd__dfrtp_1
## path summary, 6_finish.rpt
kind	startpoint	to	cells past startpoint
min in group asynchronous	rst_n	Datapath.r7.Q[1]	1
max in group asynchronous	rst_n	Datapath.r3.Q[8]	2
setup / recovery	Controller.Current_State[1]	Datapath.r1.Q[8]	20
setup reg to reg	Controller.Current_State[1]	Datapath.r1.Q[8]	20
hold / removal	Controller.Current_State[9]	Controller.Current_State[2]	0
hold reg to reg	Controller.Current_State[9]	Controller.Current_State[2]	0
## where the power goes
| part | switching (mW) | total (mW) | internal [mW] |
|---|---|---|---|
| logic | 0.00987 | 0.0203 | 0.0104 |
| registers | 0 | 0.380 | 0.380 |
| clock network | 0.164 | 0.341 | 0.177 |
## layout by cell type, fill, tap and decap left out, drive strengths merged, types with 17 or more instances in the layout
cell type,instances
nand2,105
inv,103
dfrtp,92
fa,67
nor2,65
clkdlybuf4s50,56
o21ai,56
ha,47
a21oi,43
mux2i,31
mux2,29
a22oi,21
nor2b,17
## state kept, by name (all words and copies together) (netlist names)
signal,cells
Datapath.r1.Q,9
Datapath.r9.Q,9
Datapath.r4.Q,9
Datapath.r3.Q,9
Datapath.r2.Q,9
Controller.Current_State,12
Datapath.r8.Q,9
Datapath.r6.Q,9
Datapath.r7.Q,9
Datapath.r5.Q,9
## kinds of logic after synthesis
family / synth area share
simple gates: 0.154
compound gates: 0.150
buf+inv: 0.0669
fa+ha+maj: 0.239
flops: 0.289
mux: 0.0790
xor+xnor: 0.0220
## through the flow
stage,setup WS [ns],util
finish,2.32,0.468
global route,1.79,0.468
CTS,2.36,0.468
detailed placement,2.41,0.453
global placement,2.39,0.453
floorplan,3.36,-
## routing by layer
| metal | part of all wire | GRT usage |
|---|---|---|
| met3 | 0.081 | 0.0634 |
| met5 | 0 | 0 |
| met2 | 0.43 | 0.357 |
| met4 | 0.020 | 0.0392 |
| met1 | 0.47 | 0.397 |
## layout make-up
class	instances	area (um2)
Clock buffer	9	225
Clock inverter	7	65.1
Fill cell	1869	10400
Inverter	99	372
Multi-Input combinational cell	635	5200
Sequential cell	93	2330
Tap cell	265	332
Timing Repair Buffer	67	643
## critical path, delay by kind of cell, from the launching register on
family                     cells  cell delay [ns]
adders and majority gates      7             3.59
AOI/OAI and AO/OA              5             1.77
and+or+nand+nor                4             0.97
DFF                            1             0.70
xor gates and xnor gates       1             0.31
buffers and inverters          3             0.16
Power and IR drop assume default switching activity.
